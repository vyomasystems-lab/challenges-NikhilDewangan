==> /design/flow/design.v <==
module up_down_counter(clk, rst, data, updown, load, data_out);
  input clk, rst, load;
  input updown;
  input [3:0] data;
  output reg [3:0] data_out;
  always@(posedge clk)
  begin
    if(rst)
      data_out <= 1'b1;
    else if(load)
      data_out <= data;
    else
      data_out <= ((updown)?(data_out + 1'b1):0);
  end
endmodule
==> /design/flow/run.sh <==
#!/bin/bash
# OpenROAD 26Q1-2900-gdf79404cd8, Yosys 0.63+post, stock flow scripts
make -C /OpenROAD-flow-scripts/flow DESIGN_CONFIG=/design/flow/config.mk WORK_HOME=/design/flow/orfs finish
==> /design/flow/config.mk <==
export PLATFORM = sky130hd
export DESIGN_NAME = up_down_counter
export DESIGN_NICKNAME = up_down_counter
export VERILOG_FILES = /design/flow/design.v
export SDC_FILE = /design/flow/constraint.sdc
export NUM_CORES = 4
export LEC_CHECK = 1
export CORE_AREA = 10 10 70 70
export DIE_AREA = 0 0 80 80
==> /design/flow/constraint.sdc <==
current_design up_down_counter

set clk_period 1.8
set clk_io_pct 0.2

create_clock -name clk0 -period $clk_period [get_ports {clk}]

set non_clock_inputs [all_inputs -no_clocks]
set_input_delay [expr $clk_period * $clk_io_pct] -clock clk0 $non_clock_inputs
set_output_delay [expr $clk_period * $clk_io_pct] -clock clk0 [all_outputs]
==> impl_metrics.json <==
{
  "status": "finished, final reports clean",
  "hold_start": "data_out[0]$_SDFF_PP1_",
  "ys.flop_type": "dfxtp_1",
  "end_kind": "output port",
  "worstHoldPathCells": 2,
  "cp.required_ps": 1440,
  "ys_cells": 19,
  "h-tree-depth": 1,
  "internal-power_mw": 0.200,
  "cp_slowest_cell": "clkdlybuf4s50_1",
  "clockRootBuffer": "clkbuf_4",
  "cp.arrival_ps": 1100,
  "grt_pass1_wl_um": 1090,
  "syn_inst": 19,
  "switching_share_pct": 23.3,
  "drt_wl_total_um": 743,
  "drc": 0,
  "rows": 21,
  "port_buffers": 11,
  "dp_slack_ps": 378,
  "path_max_fanout": 3,
  "coreArea_um2": 3420,
  "yosys.cell_types.count": 12,
  "rr_worst_depth": 4,
  "ctsHoldBuffers": 0,
  "routabilityCongestion": 0.785,
  "overflow": 0,
  "pwr_density_cell_nw_per_um2": 700,
  "critPathKind": "register to output port",
  "fp_util_pct": 5.27,
  "drv_cap": 0,
  "drt-wirelength-per-cell_um": 9.29,
  "post-dp-hpwl_um": 588,
  "min_to": "data_out[0]$_SDFF_PP1_",
  "top_area_cell": "dfxtp_1",
  "numSynthFlops": 4,
  "path_delay_family": "buffers and inverters",
  "cts_inserted_buffers": 3,
  "fin_area_um2": 373,
  "post_layout_nonfiller_instances": 80,
  "vias": 209,
  "drtIter0Drc": 22,
  "edf_count": 0,
  "slowest_delay_ps": 500,
  "dp_cells": 76,
  "syn_area_per_cell_um2": 9.48,
  "grt_antenna_before_repair": 1,
  "reg2reg_from": "data_out[0]$_SDFF_PP1_",
  "p_leak_nw": 0.135,
  "via_per_inst": 2.61,
  "async_reset_ff_share_pct": 0,
  "nFillCells": 400,
  "fmax_mhz": 687,
  "worst-path-buf-inv": 1,
  "switching_power_mw": 0.0607,
  "grt_pass1_vias": 217,
  "min_period_over_period_pct": 80.9,
  "layout-drive-gt1-share_pct": 12.1,
  "hold_class": "register to register",
  "power_frac_comb_pct": 17.7,
  "die-area_um2": 6400,
  "die_h_um": 80,
  "yosys-stat-area_um2": 180,
  "setup-tns-final_ps": 0,
  "common_cells": "dfxtp_1 (4), nor2_1 (3), a22oi_1 (2), nand2_1 (2)",
  "area_leaders": "dfxtp_1 (44%), a22oi_1 (8.3%), ha_1 (6.9%), nor2_1 (6.3%), a221o_1 (5.6%)",
  "postCtsSetupRepairBufs": 0,
  "fin_util_pct": 10.9,
  "placed_area_um2": 348,
  "p_clk_share_pct": 44.1,
  "p_total_mw": 0.261,
  "cts_num_sinks": 4,
  "ir_worst_vdd_mv": 0.130,
  "reg_top3": "data_out: 4 flops",
  "seqPwrFrac_pct": 38.2,
  "most_common_cell": "dfxtp_1",
  "relSlewSlack_pct": 86.5,
  "finClkSkew_ps": 3.78,
  "clkTransAtPathRegs_ps": 40,
  "yosysSeqAreaShare_pct": 44.4,
  "fin_crit_ps": 1460,
  "clockBufferDepth": 2,
  "clk_latency_ps": 240,
  "final_max_slew_viol_count": 0,
  "areaGrowthSynthToFinish_pct": 107,
  "first_pass_iters": 4,
  "finalHoldViolCount": 0,
  "track_usage_pct": 2.39,
  "die_x_um": 80,
  "num_io_pins": 12,
  "tool_warnings": 25,
  "ys_warn_count": 1,
  "ant_nets": 0,
  "setup_violations": 0,
  "grt_max_degree": 7,
  "crit_chain": "clkdlybuf4s50_1",
  "startpoint_type": "register",
  "ctsResizeCount": 0,
  "hold_ws_ps": 566,
  "rrSetupSlack_ps": 780,
  "setup_ws_ps": 344,
  "rsz0062_at_grt": "false",
  "largest_reg_flops": 4,
  "top_area_share_pct": 44.4,
  "r2r-end": "data_out[2]$_SDFF_PP0_",
  "syn_area_um2": 180,
  "cts_tree": "yes",
  "largest-register": "data_out",
  "max_slew.worst_pin.slew_ps": 201
}
-- area by class of cell --
type                    instances  area (um2)  area share, %
repair buffers                 11         110           29.5
multi-input cells              14        96.3           25.8
flip-flops and latches          4        80.1           21.5
well taps                      46        57.6           15.4
clock buffers                   3        22.5           6.04
inverters                       1        3.75           1.01
diodes                          1        2.50          0.671
-- power by group through the flow --
| stage | clock network, mW | logic (mW) | registers [mW] |
|---|---|---|---|
| 4_1_cts | 0.118 | 0.0458 | 0.0998 |
| 5_1_grt | 0.122 | 0.0504 | 0.100 |
| 6_report | 0.115 | 0.0463 | 0.0997 |
-- cells by family after synthesis --
family	synth area share (%)
buf+inv	2.08
xor+xnor	4.86
fa+ha+maj	6.94
compound gates	18.7
flops	44.4
simple gates	22.9
-- cells in the final DEF, fill, tap and decap left out, types with 2 or more instances in the layout --
cell	count
clkdlybuf4s50_1	11
dfxtp_1	4
nor2_1	3
clkbuf_4	3
a22oi_1	2
nand2_1	2
-- metal layers --
layer | vias to the layer above | GRT usage (%) | routed length, um
met5 | - | 0 | 0
met4 | 0 | 0.176 | 0
met3 | 0 | 3.98 | 227
met2 | 18 | 1.85 | 159
met1 | 91 | 2.93 | 356
li1 | 100 | - | -
-- how the worst max path moves through the flow --
stage	startpoint	to	slack (ps)	cells after the start
6_report	data_out[3]$_SDFF_PP0_	data_out[3]	340	1
5_1_grt	data_out[0]$_SDFF_PP1_	data_out[0]	300	1
4_1_cts	data_out[0]$_SDFF_PP1_	data_out[0]	330	1
No activity file was given, so power comes from the tool's default toggle rates.
